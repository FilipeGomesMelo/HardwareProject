===== config.mk =====
export PLATFORM = sky130hd
export DESIGN_NAME = Mult
export DESIGN_NICKNAME = Mult
export VERILOG_FILES = /design/flow/design.v
export SDC_FILE = /design/flow/constraint.sdc
export NUM_CORES = 4
export LEC_CHECK = 1
export CORE_UTILIZATION = 50

===== constraint.sdc =====
current_design Mult

set clk_period 22.8
set clk_io_pct 0.2

create_clock -name clk0 -period $clk_period [get_ports {clk}]

set non_clock_inputs [all_inputs -no_clocks]
set_input_delay [expr $clk_period * $clk_io_pct] -clock clk0 $non_clock_inputs
set_output_delay [expr $clk_period * $clk_io_pct] -clock clk0 [all_outputs]

===== design.v =====
module Mult (input wire clk, reset, resetlocal,
            input wire [31:0] A, B,
            output reg [31:0] Hi, Lo
);
	reg [31:0] M, a, Q;
	reg Q0;
	reg [5:0] N;
	reg [31:0] ComplementoM;
	always @ (posedge clk) begin
		if (reset == 1'b1 | resetlocal == 1'b1) begin
			M = A;
			Q = B;
			a = 32'b0;
			Q0 = 1'b0;
			N = 6'd32;
			ComplementoM = ~M + 1'b1;
			Hi = 32'b0;
			Lo  = 32'b0;
		end else if (N != 6'd0) begin
			if (Q0 == 1'b1 && Q[0] == 1'b0) begin
				a = a + M;
			end else if (Q0 == 1'b0 && Q[0] == 1'b1) begin
				a = ComplementoM + a;
			end
			{a,Q,Q0} = {a,Q,Q0} >>> 1'b1;
			if (a[30] == 1'b1) begin
				a[31] = 1'b1;
			end
			N = N - 1'b1;
			if (N == 6'd0) begin
				Hi = a;
				Lo = Q;
			end
		end
	end
endmodule

===== run.sh =====
#!/bin/bash
# OpenROAD 26Q1-2900-gdf79404cd8, Yosys 0.63+post, stock flow scripts
make -C /OpenROAD-flow-scripts/flow DESIGN_CONFIG=/design/flow/config.mk WORK_HOME=/design/flow/orfs finish

==> summary.rpt <==
IMPLEMENTATION SUMMARY REPORT
----------------------------------------------------
[Outcome]
  Outcome ........................ finished, final reports clean

[Worst setup path]
  R2r worst-path depth ........................ 10
  Cell type of the slowest stage on the worst timing path ........................ sky130_fd_sc_hd__or4_4
  Peak fanout along the critical path ........................ 5
  Data required time at the worst endpoint ........................ 22.99 ns
  Destination of the critical timing path ........................ ComplementoM[24]
  Element type at the critical path start ........................ primary input
  Chain of cells forming the critical path ........................ clkdlybuf4s50_1 -> or4_4 -> nor3_4 -> nand3b_1 -> or3_4 -> nor2_1 -> nand2_1 -> or3_4 -> nor3_2 -> xnor2_1
  Register-to-Register Setup Slack ........................ 19.39 ns
  Delay of the slowest cell on the worst path ........................ 0.57 ns
  Endpoint kind of the worst setup timing path ........................ flip-flop
  Arrival time at the worst endpoint ........................ 7.25 ns
  Most prevalent standard cell on the critical path ........................ sky130_fd_sc_hd__or3_4
  Critical path launch point ........................ A[3]
  Crit Reg-Reg Endpoint ........................ Hi[24]
  Type of the worst setup path ........................ primary input to flip-flop
  Reg-to-reg startpoint ........................ M[11]

[Logic synthesis]
  Leading cell types by count after synthesis ........................ sky130_fd_sc_hd__nand2_1, sky130_fd_sc_hd__a21oi_1, sky130_fd_sc_hd__dfxtp_1, sky130_fd_sc_hd__edfxtp_1, sky130_fd_sc_hd__nor2_1
  Yosys Warn Count ........................ 1
  Cell count in the Yosys report ........................ 1243
  Flops & latches, synth ........................ 196
  Most common reg cell ........................ sky130_fd_sc_hd__dfxtp_1
  Flip-flops with a built-in enable ........................ 95
  Synthesized area per cell ........................ 8.876 sq um
  Post-synthesis cell type with the largest instance count ........................ sky130_fd_sc_hd__nand2_1
  Netlist cell types ........................ 64
  Area share of the largest cell type after synthesis ........................ 25.86%
  Yosys chip area ........................ 11030 sq um
  Synth Seq Share ........................ 44.18%
  Cell Area, Synth ........................ 11030 sq um
  Syn Inst Count ........................ 1243
  Largest cells by area ........................ sky130_fd_sc_hd__edfxtp_1, sky130_fd_sc_hd__dfxtp_1, sky130_fd_sc_hd__nand2_1
  Largest area contributor in the synthesized netlist ........................ sky130_fd_sc_hd__edfxtp_1
  Share of async-settable or async-resettable flops after synthesis ........................ 0%

[CTS]
  H-tree depth ........................ 4
  Post-CTS setup buffer count ........................ 0
  Inserted Clock Buffers ........................ 17
  Worst-case clock buffer depth ........................ 2
  Cell at the root of the clock tree ........................ sky130_fd_sc_hd__clkbuf_16
  Clock latency at the later pin of the worst-skew pair ........................ 0.44 ns
  Clock Sinks ........................ 196
  Count of cells resized by post-cts repair ........................ 0
  Clock tree from TritonCTS ........................ done
  Number of hold-repair buffers added at the cts stage ........................ 0
  Clock-pin slew reported for the worst setup and hold paths after clock tree synthesis ........................ 0.08 ns

[Run]
  Number of max-capacitance violations reported ........................ 0
  Number of warning messages in the logs ........................ 28

[Floorplanning]
  Placement Rows ........................ 53
  Ports placed on the boundary ........................ 131
  Placeable core region ........................ 21350 sq um
  Die extent in y ........................ 150.5 um
  Fp util ........................ 51.67%
  Chip area ........................ 22660 sq um
  Chip width ........................ 150.5 um

[Final timing]
  Number of setup violations in the final report ........................ 0
  Post-layout min period ........................ 7.063 ns
  Summed negative setup slack over all endpoints ........................ 0 ns
  Slew of the pin with the lowest slew margin ........................ 0.7554 ns
  Fin. Hold Viols ........................ 0
  Setup repair after global routing missed its margin ........................ no
  Hold slack final ........................ 0.4559 ns
  Maximum frequency from static timing analysis ........................ 141.6 MHz
  Fraction of the cycle the final worst path needs ........................ 30.98%
  Post-route clock skew ........................ 0.01064 ns
  Fin. max-slew vios ........................ 0
  Max-Slew Margin vs Limit ........................ 49.52%

[Route]
  Routed WL per cell ........................ 17.69 um
  DRC violations left ........................ 0
  Ant. Diodes ........................ 0
  Number of nets with antenna violations after routing ........................ 0
  First-iteration detailed-routing DRC count ........................ 679
  Ratio of routed vias to standard cells ........................ 5.702
  Count of vias placed by the detailed router ........................ 9329
  Pre-antenna DRT Iters ........................ 5
  Wire length reported by the detailed router ........................ 28950 um

[Placed design]
  Buffers on Ports ........................ 130
  Final weighted congestion of routability-driven global placement ........................ 0.9612
  Half-perimeter wire length after detailed placement ........................ 20760 um

[Global route]
  Maximum number of pins on one net before global-route repair ........................ 70
  Antenna violations before repair ........................ 0
  Vias in the first global route ........................ 8515
  Global-route wire length before repair ........................ 46010 um
  Congestion Overflow GR ........................ 0
  Global router's overall resource usage ........................ 27.82%

[Pwr]
  Power density over the cells ........................ 70.11 nW/um^2
  Largest vdd supply drop ........................ 58.90 uV
  Static leakage ........................ 5.152 nW

[Final layout]
  Area Overhead vs Synth ........................ 19.77%
  Ratio of cells with drive above 1 in the final layout ........................ 5.584%

[Worst hold path]
  Hold depth ........................ 2
  Path type of the worst min-delay path ........................ flip-flop to flip-flop

----------------------------------------------------
cells by family after synthesis:
kind of cell	synth area share, %
xor gates and xnor gates	6.668
AOI/OAI and AO/OA	19.87
adders and majority gates	7.371
muxes	0.6351
and+or+nand+nor	18.38
DFF	44.18
buffers and inverters	2.892
per-layer routing:
layer  wire (um)  vias up  track usage, %
met4         403        0           3.687
met2       13240      269           41.98
met3        1660       22           4.266
met5           0        -               0
li1            -     4705               -
met1       13650     4333           45.53
critical path: cells and delay by family:
| kind | cells | cell delay, ns |
|---|---|---|
| buffers and inverters | 1 | 0.47 |
| and+or+nand+nor | 8 | 2.13 |
| xor gates and xnor gates | 1 | 0.08 |
sequential cells by signal, summed over array words and instances, names as in the netlist:
name / count
Hi: 31
Lo: 32
a: 31
N: 6
ComplementoM: 32
Q0: 1
M: 31
Q: 32
stage by stage:
stage | std cells | setup slack [ns] | area (sq um) | power (mW) | util [%]
global placement | 1604 | 15.27 | 12590 | 0.6194 | 58.98
global route | 1636 | 15.54 | 13210 | 0.9736 | 61.88
detailed placement | 1604 | 15.26 | 12590 | 0.6195 | 58.98
finish | 1636 | 15.74 | 13210 | 0.9264 | 61.88
CTS | 1636 | 15.71 | 13210 | 0.9300 | 61.88
floorplan | 1243 | 15.45 | 11030 | 0.5575 | -
cell type report:
| cell class | instances | area, sq um |
|---|---|---|
| Inverter | 24 | 95.09 |
| Clock buffer | 17 | 425.4 |
| Tap cell | 275 | 344.1 |
| Sequential cell | 196 | 4875 |
| Fill cell | 1828 | 8139 |
| Multi-Input combinational cell | 963 | 5859 |
| Clock inverter | 15 | 193.9 |
| Timing Repair Buffer | 146 | 1421 |
placed cells by master (no fill, tap or decap), types with 8 or more instances in the layout:
master	netlist	final
sky130_fd_sc_hd__buf_4	1	16
sky130_fd_sc_hd__o21a_1	8	8
sky130_fd_sc_hd__edfxtp_1	95	95
sky130_fd_sc_hd__a21o_1	32	32
sky130_fd_sc_hd__nor2_1	73	71
sky130_fd_sc_hd__nor3_1	15	14
sky130_fd_sc_hd__o31ai_1	10	10
sky130_fd_sc_hd__a221oi_1	9	9
sky130_fd_sc_hd__dfxtp_1	101	101
sky130_fd_sc_hd__inv_1	24	23
sky130_fd_sc_hd__clkbuf_16	0	17
sky130_fd_sc_hd__o211ai_1	14	14
sky130_fd_sc_hd__xor2_1	25	25
sky130_fd_sc_hd__a31oi_1	12	12
sky130_fd_sc_hd__clkdlybuf4s50_1	0	130
sky130_fd_sc_hd__ha_1	65	65
sky130_fd_sc_hd__xnor2_1	59	59
sky130_fd_sc_hd__a211oi_1	10	10
sky130_fd_sc_hd__nand3_1	25	25
sky130_fd_sc_hd__nand2_1	259	259
sky130_fd_sc_hd__o21ai_0	71	71
sky130_fd_sc_hd__a21oi_1	141	141
sky130_fd_sc_hd__and3_1	11	11
power breakdown:
part           leakage [nW]  internal, mW  switching (mW)
Combinational          3.05        0.0842           0.122
Sequential             1.81         0.393          0.0162
Clock                 0.299         0.151           0.159
how the worst min path moves through the flow:
stage	from	endpoint	slack, ns
6_report	Hi[0]	Hi[0]	0.46
5_1_grt	Lo[0]	Lo[0]	0.47
4_1_cts	Lo[16]	Lo[16]	0.46
Power figures rest on the tool's default switching activity, not on a simulated workload.
