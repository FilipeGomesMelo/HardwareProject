$ cat design/flow/run.sh
#!/bin/bash
# OpenROAD 26Q1-2900-gdf79404cd8, Yosys 0.63+post, stock flow scripts
make -C /OpenROAD-flow-scripts/flow DESIGN_CONFIG=/design/flow/config.mk WORK_HOME=/design/flow/orfs finish
$ cat design/flow/config.mk
export PLATFORM = sky130hd
export DESIGN_NAME = Div
export DESIGN_NICKNAME = Div
export VERILOG_FILES = /design/flow/design.v
export SDC_FILE = /design/flow/constraint.sdc
export NUM_CORES = 4
export LEC_CHECK = 1
export CORE_UTILIZATION = 30
$ cat design/flow/constraint.sdc
current_design Div

set clk_period 21.9
set clk_io_pct 0.2

create_clock -name clk0 -period $clk_period [get_ports {clk}]

set non_clock_inputs [all_inputs -no_clocks]
set_input_delay [expr $clk_period * $clk_io_pct] -clock clk0 $non_clock_inputs
set_output_delay [expr $clk_period * $clk_io_pct] -clock clk0 [all_outputs]
$ cat design/flow/design.v
module Div (input wire clk, reset, resetlocal,
            input wire [31:0] Dividendo, Divisor,
            output reg ZeroDivision,
            output reg [31:0] Hi, Lo
);
    reg [31:0] divs, divd;
    reg [31:0] quociente, resto;
    reg [5:0] digito_atual;
    always @ (posedge clk) begin
        if (reset == 1'b1 | resetlocal == 1'b1) begin
            Hi = 32'b0;
			Lo  = 32'b0;
            ZeroDivision = 1'b0;
            digito_atual = 6'd32;
            quociente = 32'b0;
            resto = 32'b0;
            if (Divisor == 32'b0) begin
                ZeroDivision = 1'b1;
            end else begin
                if (Divisor[31] == 1'b1) begin
                    divs = ~Divisor + 1'b1;
                end else begin
                    divs = Divisor;
                end
                if (Dividendo[31] == 1'b1) begin
                    divd = ~Dividendo + 1'b1;
                end else begin
                    divd = Dividendo;
                end
            end
        end else if (digito_atual != 6'd000000 && !ZeroDivision) begin
            resto = resto << 1;
            resto[0] = divd[digito_atual-1];
            if (resto >= divs) begin
                resto = resto - divs;
                quociente[digito_atual-1] = 1'b1;
            end
            digito_atual = digito_atual - 1'b1;
            if (digito_atual == 6'd000000) begin
                if (Dividendo[31] != Divisor[31]) begin
                    Lo = -(quociente+1'b1);
                end else begin
                    Lo = quociente;
                end
                if (Dividendo[31] != Divisor[31]) begin
                    if (Divisor[31] == 1'b1) begin
                        Hi = -(divs-resto);
                    end else begin
                        Hi = divs-resto;
                    end
                end else begin
                    if (Divisor[31] == 1'b1) begin
                        Hi = -resto;
                    end else begin
                        Hi = resto;
                    end
                end
            end
        end
    end
endmodule
==> commit_impl_results.txt <==
Log flow metrics for this revision

* Antenna cell count: 0
- Initial Utilization: 30.62%
- Per STA, the endpoint of the critical path is Hi[31]$_SDFFE_PP0P_.
* First-pass GRT wire length: 79850 um
- Routed vias/inst: 5.523
- Antenna violations before repair: 1
- Leakage: 6.541 nW
- Cell types occupying the most area after synthesis: sky130_fd_sc_hd__dfxtp_1, sky130_fd_sc_hd__edfxtp_1, sky130_fd_sc_hd__xnor2_1
- The report gives the cell count of the worst hold path as 2.
- The number of global-route vias before repair is 13960.
* Longest Clk Path Bufs: 2
- DIE WIDTH: 231.7 um
- The final power report lists total power as 1.285 mW.
- Count of routing violations after the opening detailed-route iteration: 1178
* Cell Pwr Density: 69.42 nW/um^2
- The final layout contains routed wiring with a total length of 51310 um.
- RePlAce ended its routability-driven mode at a weighted congestion of 0.9214.
- The flow ran to the end, and the final reports show no timing, DRC or antenna violations.
- After clock tree synthesis, the flow added hold-fix buffers numbering 0.
* Post-cts resize count: 0
* Gate count after technology mapping: 1940
- Share of power burned in registers: 32.9%
- The clock period could shrink to 9.468 ns.
- The most frequently used library cell after synthesis is sky130_fd_sc_hd__nor2_1.
- Post-layout util: 35.78%
* Switching power total: 0.5106 mW
* Syn Std Cell Area: 15840 um^2
- Counting the warning lines in the Yosys log gives 1.
- The region available for standard cell placement spans 51720 um^2.
- GRT Resource Usage Total: 19.53%
- CTS H-tree depth: 4
* Area overhead of the layout relative to synthesis: 16.86%
- During I/O placement, the number of pins put on the boundary was 132.
* Pint: 0.7740 mW
* Root Driver: sky130_fd_sc_hd__clkbuf_16
* Clock Pin Slew Worst Setup and Hold Paths: 0.09 ns
* Number of enable flip-flop cells: 65
- For the worst setup path, the data arrival time is 9.89 ns.
- Tally of OpenROAD warnings: 29
* Reg2Reg Capture Point: Hi[31]$_SDFFE_PP0P_
- Path depth of the worst reg2reg path: 29
* HP Start: Hi[9]$_SDFFE_PP0P_
- Registers, synthesis: 198
- STA lists the maximum fanout along the critical path as 51.
- The placement report lists the number of port buffers as 131.
- Per the timing report, the achievable frequency comes out to 105.6 MHz.
- For reference, the critical path is launched at digito_atual[1]$_SDFFE_PP0P_.
- Maximum resistive drop on vdd: 0.06374 mV
* Number of violations of the max-capacitance limit: 0
* Class of the tightest hold or removal check: flop to flop
- Ratio of final minimum period to clock period: 43.23%
- The flow reports that combinational logic draws 41.0% of the design power.
- After layout, the setup clock skew is reported as 0.01755 ns.
* Critical path data required time: 22.32 ns
- Slowest CP cell: sky130_fd_sc_hd__xor2_1
- Reg-to-Reg Start: digito_atual[1]$_SDFFE_PP0P_
* Cell total in the yosys stat output: 1940
- Height of the die: 231.7 um
- Flop2flop setup slack: 12.43 ns
- The first detailed-routing pass took 5 iterations.
- Max stage delay on crit path: 0.73 ns
* Sort of element at the end of the critical path: flop
* Setup crit start kind: flop
* Setup-violating endpoint count in the final report: 0
* Count of different cell masters after synthesis: 89
* Post-DR wirelength/cell: 18.88 um
- Worst-skew pair later-pin latency: 0.49 ns
* CP Class: flop to flop
* Congestion Overflow GR: 0
* Switching Fraction: 39.75%
* Post-DP HPWL: 40350 um
- Library cell occupying the most area in the post-synthesis netlist: sky130_fd_sc_hd__dfxtp_1
- The clock network burns 26.1% of the power.
* Number of inserted filler cells in the final layout: 5302
- In the final report, the number of hold violations comes to 0.
* Total number of placement rows: 83
- RSZ-0062 raised after global routing: no
- Per the final layout report, the fraction of cells sized above drive strength 1 comes to 6.431%.
- Post-CTS repair timing setup buffer count: 0
- The floorplan step defined a die boundary enclosing 53710 um^2.
- Number of pins with negative max-slew slack in the final report: 0
* Clock buffer count from CTS: 17
- Clock tree from TritonCTS: done
* Vias post-DR: 15010
- After routing, the total negative slack on setup checks comes to 0 ns.
- Top cells by count: sky130_fd_sc_hd__nor2_1, sky130_fd_sc_hd__a21oi_1, sky130_fd_sc_hd__nand2_1, sky130_fd_sc_hd__dfxtp_1
- The chip area line in the Yosys stat output reads 15840 um^2.
- At the pin with the least slew margin, the transition time is 0.9459 ns.
- Per the detail_route report, DRC violations left total 0.
- For this run, the leading register cell type out of synthesis is sky130_fd_sc_hd__dfxtp_1.
- In the Yosys report, the sequential cells make up 29.14% of the chip area.
- Share of async-settable or async-resettable flops after synthesis: 0%
* Clock sink total: 198
- Nets still carrying antenna violations after routing amount to 0.
- Pin count of the biggest net entering global routing: 70
* Max-slew headroom: 36.36%
- Dividing the synthesized area by the synthesized cell count gives 8.162 um^2.
- Share of the synthesized area in the top cell type: 16.81%
## flip-flops by register name, indices dropped and copies added (netlist names)
register and flops:
resto 31, divd 32, digito_atual 6, quociente 32, Lo 32, ZeroDivision 1
divs 32, Hi 32
## cell families after synthesis
group / share of synthesized area [%]
XOR/XNOR: 9.679
AND-OR/OR-AND: 26.12
multiplexers: 4.053
buffers and inverters: 4.227
flip-flops: 29.14
AND/OR/NAND/NOR: 20.28
adder cells (fa/ha/maj): 6.495
## metal layers
layer	routed length (um)	vias up	global-route usage, %
met1	24410	7108	29.94
met2	22120	401	28.66
met3	3393	52	3.999
met5	13	-	0
li1	-	7443	-
met4	1360	2	4.235
## placed cells by master, fill, tap and decap left out, drive strengths merged, types with 11 or more instances in the layout
master         instances
nor3                  44
nand2                142
or2                   13
clkbuf                18
or3                   33
nor2                 215
a21o                  35
nand2b                11
mux4                  14
and2                  21
a21oi                158
buf                   37
nor4                  34
o31ai                 20
ha                    79
mux2i                 27
clkdlybuf4s50        129
a31oi                 22
a211o                 11
or4                   16
o41ai                 14
dfxtp                133
nand4                 21
nand3                 32
inv                   78
o21ai                132
xnor2                131
xor2                  44
a211oi                88
edfxtp                65
o211ai                23
o21a                  14
nor2b                 14
## stage by stage
| step | std cells | setup slack [ns] | area (um^2) | hold WS [ns] |
|---|---|---|---|---|
| 6_report | 2717 | 12.43 | 18510 | 0.4644 |
| 5_1_grt | 2717 | 11.73 | 18510 | 0.4837 |
| 4_1_cts | 2717 | 12.55 | 18510 | 0.4654 |
| 3_5_place_dp | 2686 | 12.55 | 17900 | 0.4541 |
| 3_3_place_gp | 2686 | 12.74 | 17900 | 0.4487 |
| 2_1_floorplan | 1940 | 13.32 | 15840 | 0.4014 |
## area by class of cell
class	count	area [um^2]	share of cell area [%]
multi-input cells	1570	10600	57.28
flip-flops and latches	198	4614	24.94
repair buffers	166	1564	8.452
well taps	680	850.8	4.598
clock buffers	18	450.4	2.434
inverters	72	270.3	1.460
clock inverters	13	156.4	0.8452
## worst min-delay path by stage
stage / to
after CTS: Hi[9]$_SDFFE_PP0P_
after global routing: Hi[6]$_SDFFE_PP0P_
final: Hi[9]$_SDFFE_PP0P_
## critical path: cells and delay by family (launching register included)
kind	cells	cell delay, ns
buf+inv	3	0.63
flops	1	0.45
simple gates	7	2.45
xor+xnor	1	0.73
mux	2	0.47
fa+ha+maj	4	1.47
compound gates	12	3.21
## power by group through the flow
stage,clock network [mW],registers (mW),logic [mW]
CTS,0.348,0.422,0.521
global route,0.358,0.425,0.579
finish,0.336,0.423,0.526
Power figures rest on the tool's default switching activity, not on a simulated workload.
